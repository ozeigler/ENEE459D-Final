--- design/flow/run.sh ---
#!/bin/bash
# OpenROAD 26Q1-2900-gdf79404cd8, Yosys 0.63+post, stock flow scripts
make -C /OpenROAD-flow-scripts/flow DESIGN_CONFIG=/design/flow/config.mk WORK_HOME=/design/flow/orfs finish
--- design/flow/config.mk ---
export PLATFORM = sky130hd
export DESIGN_NAME = alu
export DESIGN_NICKNAME = alu
export VERILOG_FILES = /design/flow/design.v
export SDC_FILE = /design/flow/constraint.sdc
export NUM_CORES = 4
export LEC_CHECK = 1
export CORE_AREA = 10 10 85 85
export DIE_AREA = 0 0 95 95
--- design/flow/constraint.sdc ---
current_design alu

set clk_period 7.4
set clk_io_pct 0.2

create_clock -name clk0 -period $clk_period

set non_clock_inputs [all_inputs -no_clocks]
set_input_delay [expr $clk_period * $clk_io_pct] -clock clk0 $non_clock_inputs
set_output_delay [expr $clk_period * $clk_io_pct] -clock clk0 [all_outputs]
--- design/flow/design.v ---
module alu(
    input [7:0] in_b,
    input [7:0] in_c,
    input [2:0] alu_op,
    output [7:0] alu_out
);
localparam ADD = 3'b000, SUB = 3'b001, AND = 3'b010, OR = 3'b011, SLT = 3'b100;
reg [7:0] temp_out = 0;
assign alu_out = temp_out;
always @(*) begin
    case (alu_op)
        ADD: temp_out = in_b + in_c;
        SUB: temp_out = in_b - in_c;
        AND: temp_out = in_b & in_c;
        OR: temp_out = in_b | in_c;
        SLT: temp_out = (in_b < in_c) ? 8'h01 : 8'h00;
        default : temp_out = 8'h00;
    endcase
end
endmodule
==> results.ini <==
[clocking]
ctsHoldBuffers=0
cts_resized=0
post-cts-setup-buffers=0

[die]
fp_util_pct=21.70
fp.dieH_um=95
core.rowCount=27
die_w_um=95
fp.coreArea_um2=5473
ios=27
die-area_um2=9025

[global_routing]
grt_use_met1_pct=9.415
top_usage_layer=met2
grt_remaining_overflow=0
grt_start_max_net_pins=28
first_global_vias=1055
antenna_found_initial=0
gr-usage-all-layers_pct=6.413
met3_usage_pct=0.7212
use_met2_pct=10.47
grt_first_pass_wirelength_um=4871

[synth]
common_cells=26 x ha_1, 21 x inv_1, 12 x o21ai_0
yosysChipArea_um2=1187
yosysCellCount=158
ys.warnings.count=1
top_area_cell=ha_1
yosysMostFrequentCell=ha_1
synth.distinct_cells=43
avgSynthCellArea_um2=7.515
synth.area.top_cells=ha_1 27%, inv_1 6.6%, clkbuf_8 5.8%, o21ai_0 5.1%, a21oi_1 4.2%
synth.yosys.seq_area_share_pct=0
netlist_area_um2=1187
synth_cells=158
synth.top_cell.area_share_pct=27.40

[place]
dpl.hpwl_um=2347
gp_congestion=0.8083
dp_cells=248
io_buffers=27

[hold_path]
holdPathStages=7
whs_endpoint=alu_out[2]
hold_start=in_c[2]
hp-class=in2out

[pwr]
power_w=0.00008680
powerDensity_nw_per_um2=59.91
total_leakage_power_nw=0.6469
peakVddDrop_mv=0.02452

[layout]
drive_gt1_share_pct=6.818
area_growth_pct=22.02
stdcell_count=248
mi_logic_area_um2=994.7
fill_cells=627
clkbuf_count=0
seq_cell_count=0
layout.area.seq_um2=0

[routing]
avgViaCountPerCell=4.294
dr_total_vias=1065
drtPass1Iterations=4
drcViolationCount=0
wl_um=2837
detail_route.iter0.violations=51
ant_nets=0
wl_per_cell_um=11.44
antenna_cells=0

[worst_setup_path]
arrival_ns=4.19
cp_slowest_cell=clkdlybuf4s50_1
cp-start-kind=input port
path_cells=clkdlybuf4s50_1 > inv_1 > ha_1 > fa_1 > or2_2 > a221oi_2 > o21a_1 > o21ai_0 > a211oi_1 > clkdlybuf4s50_1
cp_max_fo=3
endpoint_kind=output port
max_stage_delay_ns=0.51
worstSetupPathType=in2out
crit_path_frequent_cell=clkdlybuf4s50_1
crit_required_ns=5.92

[job]
cap_violations=0
warning_count=50

[sta]
fin_setup_tns_ns=0
fmax_mhz=176.3
hold_violations=0
relSlewSlack_pct=59.45
timing.hold.ws_ns=4.196
setup_viol=0
period_needed_ns=5.672
tightest_slew_ns=0.6063
period_used_pct=76.65
drv_slew=0
rsz0062_at_grt=false

[status]
status=complete, no violations

worst max-delay path by stage:
stage                 startpoint          to  slack [ns]
after CTS                in_b[0]  alu_out[4]        1.69
after global routing     in_b[0]  alu_out[6]        1.50
final                    in_b[0]  alu_out[6]        1.73
report_power, final:
part / leakage [nW] / internal, W / total (W) / switching (W)
registers: 0 / 0 / 0 / 0
clock network: 0 / 0 / 0 / 0
logic: 0.647 / 0.0000448 / 0.0000868 / 0.0000420
kinds of logic after synthesis:
logic type	synth area share [%]
adders and majority gates	30.77
AOI/OAI and AO/OA	29.40
xor gates and xnor gates	1.476
and+or+nand+nor	18.55
buffers and inverters	16.23
muxes	3.583
final cells by class:
type               instances  area share (%)
inverters                 23           5.959
multi-input cells        125           68.65
well taps                 72           6.218
repair buffers            28           19.17
stage by stage:
stage	setup slack, ns	instance area (um2)	util [%]
2_1_floorplan	2.910	1187	-
3_3_place_gp	1.709	1449	26.47
3_5_place_dp	1.711	1449	26.47
4_1_cts	1.691	1449	26.47
5_1_grt	1.498	1449	26.47
6_report	1.728	1449	26.47
per-layer routing:
layer | vias up | wire, um
met1 | 464 | 1485
met3 | 0 | 94
met5 | - | 0
met2 | 16 | 1257
met4 | 0 | 0
li1 | 585 | -
worst max-delay path: cells and delay by family:
family	cells	cell delay, ns
compound gates	4	0.73
fa+ha+maj	2	0.60
simple gates	1	0.31
buf+inv	3	1.06
cell usage in the layout (no fill, tap or decap), drive strengths merged, types with 3 or more instances in the layout:
cell type,n
clkdlybuf4s50,27
ha,26
inv,22
o21ai,12
nand2,11
nor2,11
a21oi,10
nor3,8
o21a,5
nor2b,4
a211oi,3
Power is estimated from default activity; no workload was simulated.

==> ./config.mk <==
export PLATFORM = sky130hd
export DESIGN_NAME = regfile
export DESIGN_NICKNAME = regfile
export VERILOG_FILES = /design/flow/design.v
export SDC_FILE = /design/flow/constraint.sdc
export NUM_CORES = 4
export LEC_CHECK = 1
export CORE_UTILIZATION = 50
==> ./constraint.sdc <==
current_design regfile

set clk_period 1.8
set clk_io_pct 0.2

create_clock -name clk0 -period $clk_period [get_ports {clk}]

set non_clock_inputs [all_inputs -no_clocks]
set_input_delay [expr $clk_period * $clk_io_pct] -clock clk0 $non_clock_inputs
set_output_delay [expr $clk_period * $clk_io_pct] -clock clk0 [all_outputs]
==> ./design.v <==
module regfile(
    input clk,
    input w_en,
    input [2:0] write_addr,
    input [7:0] write_data,
    input [2:0] read_addr1,
    input [2:0] read_addr2,
    output [7:0] read_data1,
    output [7:0] read_data2
);
    reg [7:0] regs [8:0];
    always @(posedge clk) begin
        if (w_en)
            regs[write_addr] <= write_data; 
    end
    assign read_data1 = (read_addr1) ? regs[read_addr1] : 8'h00;
    assign read_data2 = (read_addr2) ? regs[read_addr2] : 8'h00;
endmodule
==> ./run.sh <==
#!/bin/bash
# OpenROAD 26Q1-2900-gdf79404cd8, Yosys 0.63+post, stock flow scripts
make -C /OpenROAD-flow-scripts/flow DESIGN_CONFIG=/design/flow/config.mk WORK_HOME=/design/flow/orfs finish
==> results.json <==
{
  "status": "finished, violations left",
  "violations": "setup timing",
  "synth-edff-count": 56,
  "total_power_w": 0.00280,
  "slew_headroom_pct": 79.8,
  "timing_worst_setup_path_type": "reg2out",
  "fin_ws_ps": -98.6,
  "synth_top_area_share_pct": 58.9,
  "cts_root_buf": "clkbuf_8",
  "top_cells_by_area": "edfxtp_1 59%, mux2i_1 8.4%, a221oi_2 6.8%, mux2_2 4.3%, a221oi_1 2.8%",
  "place.port_buffers": 34,
  "viasPerCell": 5.85,
  "min_path_type": "in2reg",
  "clock.fmax_ghz": 0.527,
  "netlist_instances": 182,
  "ys_seq_share_pct": 58.9,
  "die_h_um": 77.6,
  "synth_area_sq_um": 2860,
  "cts_buffer_depth": 2,
  "tightest_slew_ps": 301,
  "antenna_found_initial": 0,
  "cp_cell_sequence": "buf_4 -> mux2_4 -> a221oi_2 -> a311oi_1 -> buf_2",
  "num_antenna_cells": 0,
  "cts.clk_slew.worst_paths_ps": 90,
  "avgSynthCellArea_sq_um": 15.7,
  "critPathLaunchType": "flip-flop",
  "power_density_nw_per_um2": 698,
  "fin_cells": 348,
  "wl_um": 7060,
  "cts_made_buffers": 5,
  "yosysTopAreaCell": "edfxtp_1",
  "post-route-drc-count": 0,
  "cp_max_fo": 2,
  "dp_cells": 310,
  "cts_sinks": 56,
  "slowest_stage": "edfxtp_1",
  "ys_types": 25,
  "drt-pass1-iter-count": 6,
  "endpoint_kind": "primary output",
  "regMostFlops": "regs",
  "layout-drive-gt1-share_pct": 52.2,
  "setup_viol": 9,
  "hold_viol": 0,
  "gp_congestion": 0.845,
  "die_w_um": 77.6,
  "crit_start": "regs[2][3]",
  "grt_setup_unrepaired": "true",
  "chip_area_sq_um": 6020,
  "drt-initial-drc-count": 99,
  "synth_chip_area_sq_um": 2860,
  "cts_tree": "done",
  "synthFlopType": "edfxtp_1",
  "crit_required_ps": 1440,
  "overflow": 0,
  "grt.total_usage_pct": 27.1,
  "pin_count": 35,
  "grt_pass1_wl_um": 10900,
  "area_delta_synth_final_pct": 40.3,
  "critical_path_arrival_ps": 1540,
  "dp_hpwl_um": 4350,
  "yosysWarnings": 1,
  "dp_worst_setup_slack_ps": -789,
  "synthArstFlopShare_pct": 0,
  "htree_levels": 2,
  "largest_reg_flops": 56,
  "vdd_drop_max_mv": 0.518,
  "largestRegisters": "regs (56)",
  "grt_max_degree": 18,
  "dr_total_vias": 2035,
  "synth_flop_count": 56,
  "leakagePower_nw": 1.57,
  "wire_per_inst_um": 20.3,
  "finalClockPeriodUsage_pct": 105,
  "common_cells": "56 x edfxtp_1, 24 x mux2i_1, 13 x a221oi_2",
  "ant_nets": 0,
  "period_needed_ps": 1900,
  "slowest_delay_ps": 400,
  "most_common_cell": "edfxtp_1",
  "ys_cells": 182,
  "min_from": "write_data[3]",
  "core.rowCount": 27,
  "drv_cap": 0,
  "fillCellCount": 355,
  "grt_pass1_vias": 2098,
  "coreArea_sq_um": 5510,
  "openroad.warnings": 28,
  "core_util_floorplan_pct": 51.9,
  "final_max_slew_viol_count": 0
}
-- metrics by stage --
step	hold slack (ps)	setup TNS, ps	utilization [%]	cell area (sq um)
2_1_floorplan	459	0	-	2860
3_3_place_gp	1050	-11550	62.6	3450
3_5_place_dp	1070	-11650	62.6	3450
4_1_cts	746	-592	72.2	3980
5_1_grt	756	-1330	72.8	4010
6_report	749	-551	72.8	4010
-- layer usage --
| metal | vias up | global-route usage [%] | routed length, um |
|---|---|---|---|
| li1 | 934 | - | - |
| met1 | 979 | 39.1 | 2770 |
| met2 | 112 | 38.3 | 3250 |
| met3 | 10 | 17.6 | 938 |
| met4 | 0 | 3.40 | 102 |
| met5 | - | 0 | 0 |
-- logic make-up after synthesis --
logic type / after synthesis / share of synthesized area (%)
mux: 40 / 15.4
compound gates: 41 / 14.8
flops: 56 / 58.9
buf+inv: 18 / 5.65
simple gates: 27 / 5.26
-- final cells by class --
cell class	count	area [sq um]	area share [%]
Clock buffer	5	68.8	1.72
Tap cell	72	90.1	2.25
Inverter	1	3.75	0.0937
Timing Repair Buffer	103	927	23.1
Sequential cell	56	1680	42.0
Clock inverter	3	42.5	1.06
Multi-Input combinational cell	108	1190	29.8
-- cell usage in the layout (no fill, tap or decap), types with 3 or more instances in the layout --
cell type        synthesis  routed
mux2_4                   5      15
a221oi_2                13      18
buf_2                    6      17
nand2_1                  3       3
clkbuf_8                 0       5
nor2b_4                  0       3
a211oi_2                 0       3
buf_4                    4      49
buf_6                    3      13
buf_8                    0       4
edfxtp_1                56      56
nor2b_1                 10       7
nand2b_1                 4       4
nor2_1                   6       6
a221oi_4                 0       4
a311oi_1                 8       8
mux2i_1                 24      24
buf_12                   3       5
a211oi_1                 8       5
clkdlybuf4s50_1          0      12
-- critical path, delay by kind of cell, from the launching register on --
family | cells | cell delay [ps]
compound gates | 2 | 320
buf+inv | 2 | 260
flops | 1 | 400
mux | 1 | 260
-- power breakdown --
group,total [W],switching (W),internal [W]
Combinational,0.000516,0.000223,0.000293
Sequential,0.00150,0.0000214,0.00148
Clock,0.000783,0.000371,0.000412
Total,0.00280,0.000615,0.00218
-- final timing paths --
check,end,cells after the start
worst min-delay path,regs[1][3],1
worst max-delay path,read_data2[3],5
-- what timing repair did --
action | 4_1_cts | 5_1_grt
buffers inserted | 28 | 1
gates resized | 123 | 8
pin swaps | 26 | 13
hold buffers | 0 | 0
cloned | 2 | 0
endpoints found under the setup margin | 16 | 15
No activity file was given, so power comes from the tool's default toggle rates.
